**design/flow/run.sh**
```bash
#!/bin/bash
# OpenROAD 26Q1-2900-gdf79404cd8, Yosys 0.63+post, stock flow scripts
make -C /OpenROAD-flow-scripts/flow DESIGN_CONFIG=/design/flow/config.mk WORK_HOME=/design/flow/orfs finish
```
**design/flow/config.mk**
```make
export PLATFORM = sky130hd
export DESIGN_NAME = sha1_block
export DESIGN_NICKNAME = sha1_block
export VERILOG_FILES = /design/flow/design.v
export SDC_FILE = /design/flow/constraint.sdc
export NUM_CORES = 4
export LEC_CHECK = 1
export CORE_UTILIZATION = 30
```
**design/flow/constraint.sdc**
```tcl
current_design sha1_block

set clk_period 16.0
set clk_io_pct 0.2

create_clock -name clk0 -period $clk_period [get_ports {clk}]

set non_clock_inputs [all_inputs -no_clocks]
set_input_delay [expr $clk_period * $clk_io_pct] -clock clk0 $non_clock_inputs
set_output_delay [expr $clk_period * $clk_io_pct] -clock clk0 [all_outputs]
```
**design/flow/design.v**
```verilog
module sha1_block (
    input wire clk,
    input wire start,
    input wire [159:0] context_in,
    input wire [511:0] block,
    output wire done,
    output wire [159:0] context_out);
reg [6:0] round;
reg [159:0] context;
wire [159:0] context_next;
assign done = round == 80;
wire [31:0] h0 = context_in[159:128];
wire [31:0] h1 = context_in[127:96];
wire [31:0] h2 = context_in[95:64];
wire [31:0] h3 = context_in[63:32];
wire [31:0] h4 = context_in[31:0];
wire [31:0] a = context[159:128];
wire [31:0] b = context[127:96];
wire [31:0] c = context[95:64];
wire [31:0] d = context[63:32];
wire [31:0] e = context[31:0];
wire [31:0] w;
wire [31:0] k = (round <= 19) ? 32'h5A827999 :
                (round <= 39) ? 32'h6ED9EBA1 :
                (round <= 59) ? 32'h8F1BBCDC :
                                32'hCA62C1D6;
reg [31:0] f;
wire [31:0] f_zero = ((b & c) | (~b & d));
wire [31:0] f_next_20;
wire [31:0] f_next_40;
wire [31:0] f_next_60;
wire [31:0] f_next_80;
assign context_out = {h0+a, h1+b, h2+c, h3+d, h4+e};
w_machine w_machine (.clk(clk), .load(start), .block(block), .w(w));
sha1_round sha1_round (
    .context_in(context),
    .w(w), .k(k), .f(f),
    .context_out(context_next),
    .f_next_20(f_next_20),
    .f_next_40(f_next_40),
    .f_next_60(f_next_60),
    .f_next_80(f_next_80));
always @(posedge clk)
begin
    if (start) begin
        round <= 0;
        context <= context_in;
        f <= f_zero;
    end else begin
        round <= (round + 1) % 128;
        context <= context_next;
        if (round+1 <= 19)  
            f <= f_next_20;
        else if (round+1 <= 39)
            f <= f_next_40;
        else if (round+1 <= 59)
            f <= f_next_60;
        else
            f <= f_next_80;
    end
end
endmodule
module sha1_round (
    input wire [159:0] context_in,
    input wire [31:0] w,
    input wire [31:0] k,
    input wire [31:0] f,
    output wire [159:0] context_out,
    output wire [31:0] f_next_20,
    output wire [31:0] f_next_40,
    output wire [31:0] f_next_60,
    output wire [31:0] f_next_80);
wire [31:0] a_in = context_in[159:128];
wire [31:0] b_in = context_in[127:96];
wire [31:0] c_in = context_in[95:64];
wire [31:0] d_in = context_in[63:32];
wire [31:0] e_in = context_in[31:0];
wire [31:0] a_out = {a_in[26:0], a_in[31:27]} + f + e_in + k + w;
wire [31:0] b_out = a_in;
wire [31:0] c_out = {b_in[1:0],b_in[31:2]};
wire [31:0] d_out = c_in;
wire [31:0] e_out = d_in;
assign f_next_20 = ((b_out & c_out) | (~b_out & d_out));
assign f_next_40 = (b_out ^ c_out ^ d_out);
assign f_next_60 = ((b_out & c_out) | (b_out & d_out) | (c_out & d_out));
assign f_next_80 = (b_out ^ c_out ^ d_out);
assign context_out = {a_out, b_out, c_out, d_out, e_out};
endmodule
module w_machine (
    input wire clk,
    input wire load,
    input wire [511:0] block,
    output wire [31:0] w);
reg [511:0] state;
assign w = state[511:480];
wire [31:0] w_im3 = state[95:64];
wire [31:0] w_im8 = state[255:224];
wire [31:0] w_im14 = state[447:416];
wire [31:0] w_im16 = state[511:480];
wire [31:0] w_temp = w_im3 ^ w_im8 ^ w_im14 ^ w_im16;
wire [31:0] w_next = {w_temp[30:0], w_temp[31]};
always @(posedge clk)
begin
    if (load)
        state <= block;
    else begin
        state <= {state[479:0], w_next};
    end
end
endmodule
```
==> commit_impl_results.txt <==
Log flow metrics for this revision

* Crit path launch type: input port
* Top-area cell type share of the netlist area: roughly two fifths
* Top comb family, area: multiplexers
- Yosys reported that registers with async set or reset make up 0%.
- The path with the worst hold slack has its endpoint at w_machine.state[331].
- For reference, the top cells by count after synthesis are 711 x dfxtp_1, 643 x mux2_2, 286 x inv_1.
- dfxtp_1 is the most common cell in the netlist.
* Req. time, crit path: 12800 ps
- Slew of the pin with the lowest slew margin: approximately 980 ps
- Along the worst hold path, the cell count comes to 1.
* RSZ-0062 raised after global routing: false
- The worst register-to-register path begins at round[0].
* Post-placement setup slack: 5554 ps
* Standby leakage power: 21.06 nW
- Counting tap cells, the placed design contains a total of 5946 instances.
- The cell type that accounts for the most area after synthesis is dfxtp_1.
- Worst Setup Path Type: input port to output pin
* Number of detailed-routing iterations run before antenna repair: 7
* Count of mapped cells out of synthesis: 3564
- Total cells reported by yosys after synthesis: 3564
* Cell variety after synth: 70
- Slew margin rel.: 34.05%
- Clock sink total: about 710
- The layout has approximately 12000 filler cells.
- Once iteration 0 of detailed routing completed, the report listed 1333 DRC markers.
- Setup slack after layout: about 5600 ps
- Hold Violations, Final: 0
- The OpenROAD report gives the critical path a data arrival time of 7160 ps.
- Routed wire length: 131.3 mm
- In this run, the synthesized area fraction spent on xor and xnor cells is recorded as 6.457%.
- Placeable core region: 0.1235 mm²
- After synthesis, the share of cell area in mux cells is 20.32%.
- Compound-Gate Fraction of Synth Area: 11.21%
- Number of port buffers: 834
- The cell-mix breakdown from Yosys lists the simple-gate area share as 6.685%.
- Status: finished clean
- Wire length of the first global-routing pass: about 190 mm
- Type of destination of the critical path: output pin
- The script parses the final routing iteration and logs DRC violations as 0.
* I/O pin total: 835
- The initial antenna violation count came to 32.
- Ranking of synthesized cells by area: dfxtp_1 38%, mux2_2 19%, fa_1 6.6%
- Pin count of the biggest net entering global routing: 125
- CP Launch Point: context_in[135]
* Fp_density: a little under a third
* Final worst-path cycle share: 64.78%
- Detail-routed via count per cell: 4.656
* P&R area growth vs syn: 35.37%
- Sequential element share of the synthesized area: 38.16%
- The post-synth count of flops with an enable pin is 0.
* Residual antenna-violating net count after detailed routing: 0
- Register-to-register setup slack: between 10000 and 15000 ps
- Die ar.: 0.1257 mm²
- Derived from the worst setup path, the maximum achievable clock frequency is 96.48 MHz.
* Max rail drop VDD: 128.1 µV
* Cell Count, Final, Fillers Out: 6120
* Routed WL per cell: 21.45 µm
- The worst register-to-register path has a depth of 18.
- Final setup violation count: 0
- Final number of max-transition violations: 0
- Root buffer cell: clkbuf_16
- Dividing total power by cell area gives a power density of 193.9 mW/mm².
- The H-tree generated during clock tree synthesis spans 3 levels.
- Startpoint of the tightest hold check path: w_machine.state[299]
- Synthesis inferred 711 register bits.
- Insertion Delay late pin: 700 ps
* Synth Cell Area: between 0.03 and 0.04 mm²
* WHS: 319.2 ps
* Most common reg cell: dfxtp_1
* Die span in x: 354.6 µm
- The vertical die dimension reported for this design is ~350 µm.
- TritonCTS built the clock tree.
- Total negative slack: 0 ps
- Of the cells placed in the final design, the portion with a size suffix greater than 1 is around a fifth.
- Number of hold buffers added after CTS: 0
- The final weighted congestion recorded by global placement is 0.9480.
* YS chip area: approximately 0.037 mm²
* Synth warn: 2
- The number of global-route vias before repair came to ~29000.
* FA/HA/MAJ Cells, Area Fraction: 13.14%
- Via count: approximately 28000
- Rows: 129
- Max Root-Sink Buffers: 3
- Path category of the worst min-delay check: register to register
* Clock-pin transition on the worst setup and hold timing paths: 170 ps
* Dpl hpwl: 108.9 mm
* GRT Overall Usage: 21.12%
- Looking at the critical path, the highest net fanout was 5.
- After layout, the minimum clock period comes to 10360 ps.
* Max cap viols: 0
* Aggregate global routing overflow: 0
* Synthesized area divided by synthesized cell count: 10.47 µm²
- Post-CTS resize count: 0
* Number of buffers created by CTS: 84
* Post-CTS repair timing setup buffer count: 0
* Count of tool warnings: 29
- Setup Skew: ~180 ps
- STA lists the endpoint of the worst register-to-register path as context[153].
[worst max path at each step]
stage,end,slack (ps),cells past startpoint
global route,context_out[145],5420,11
finish,context_out[145],5640,11
CTS,context_out[159],5550,12
[layout by cell type (no fill, tap or decap), types with 21 or more instances in the layout]
cell	synthesis	layout
ha_1	195	195
diode_2	0	21
inv_1	286	286
mux2i_1	34	34
nand2_1	235	235
xnor2_1	224	224
o21ai_0	218	218
a21oi_1	144	143
mux2_2	643	643
a21o_1	92	92
and3_1	36	36
fa_1	123	123
clkbuf_16	0	84
clkbuf_8	0	24
clkdlybuf4s50_1	0	833
nand3_1	37	37
o21a_1	34	34
o21bai_1	34	34
nor2b_1	29	29
nor2_1	88	88
nor3_1	25	24
xor2_1	51	51
buf_4	0	22
dfxtp_1	711	711
[worst max-delay path: stages]
cell	delay, ps
clkdlybuf4s50_1	440
ha_1	340
and3_1	230
a221oi_2	730
a21boi_0	360
o21ai_0	190
and4_1	260
a2111oi_4	390
o21ai_1	120
xor2_1	350
clkdlybuf4s50_1	550
[report_power, final]
group	leakage [nW]	switching (mW)	total (mW)	internal (mW)
registers	6.00	0.284	2.36	2.08
clock network	1.46	0.815	2.02	1.20
logic	13.6	2.84	5.41	2.56
total	21.1	3.94	9.79	5.85
[logic make-up after synthesis]
group / count (synthesis)
AND/OR/NAND/NOR: 529
buffers and inverters: 398
AND-OR/OR-AND: 656
flip-flops: 711
adder cells (fa/ha/maj): 318
multiplexers: 677
XOR/XNOR: 275
[state kept, by name, indices dropped and copies added, names as in the netlist]
register         flops
context            160
f                   32
w_machine.state    512
round                7
[per-layer routing]
layer | wire, µm | track usage, % | vias up
met2 | 63090 | 34.62 | 858
li1 | - | - | 14070
met5 | 36 | 0 | -
met4 | 4197 | 6.233 | 6
met3 | 10130 | 6.535 | 176
met1 | 53820 | 26.99 | 13390
[through the flow]
stage	total power [mW]	utilization [%]	area (µm²)
after CTS	9.897	40.85	50440
after detailed placement	7.802	38.45	47480
after floorplan	5.746	-	37300
after global placement	7.817	38.45	47480
final	9.789	40.89	50490
after global routing	10.55	40.88	50480
[layout make-up]
cell class	instances	area (µm²)	share of cell area, %
diodes	21	52.55	0.1041
repair buffers	857	8538	16.91
flip-flops and latches	711	14230	28.19
well taps	1637	2048	4.056
inverters	286	1074	2.126
multi-input cells	2455	21580	42.75
clock inverters	32	483.0	0.9565
clock buffers	121	2481	4.914
Power figures rest on the tool's default switching activity, not on a simulated workload.
